`design/flow/design.v`:
```
module SevenHexDecoder (
	input        [5:0] i_hex,
	output logic [6:0] o_seven_ten,
	output logic [6:0] o_seven_one
);
parameter D0 = 7'b1000000;
parameter D1 = 7'b1111001;
parameter D2 = 7'b0100100;
parameter D3 = 7'b0110000;
parameter D4 = 7'b0011001;
parameter D5 = 7'b0010010;
parameter D6 = 7'b0000010;
parameter D7 = 7'b1011000;
parameter D8 = 7'b0000000;
parameter D9 = 7'b0010000;
always_comb begin
	case(i_hex)
		6'd0 : begin o_seven_ten = D0; o_seven_one = D0; end
		6'd1 : begin o_seven_ten = D0; o_seven_one = D1; end
		6'd2 : begin o_seven_ten = D0; o_seven_one = D2; end
		6'd3 : begin o_seven_ten = D0; o_seven_one = D3; end
		6'd4 : begin o_seven_ten = D0; o_seven_one = D4; end
		6'd5 : begin o_seven_ten = D0; o_seven_one = D5; end
		6'd6 : begin o_seven_ten = D0; o_seven_one = D6; end
		6'd7 : begin o_seven_ten = D0; o_seven_one = D7; end
		6'd8 : begin o_seven_ten = D0; o_seven_one = D8; end
		6'd9 : begin o_seven_ten = D0; o_seven_one = D9; end
		6'd10: begin o_seven_ten = D1; o_seven_one = D0; end
		6'd11: begin o_seven_ten = D1; o_seven_one = D1; end
		6'd12: begin o_seven_ten = D1; o_seven_one = D2; end
		6'd13: begin o_seven_ten = D1; o_seven_one = D3; end
		6'd14: begin o_seven_ten = D1; o_seven_one = D4; end
		6'd15: begin o_seven_ten = D1; o_seven_one = D5; end
		6'd16: begin o_seven_ten = D1; o_seven_one = D6; end
		6'd17: begin o_seven_ten = D1; o_seven_one = D7; end
		6'd18: begin o_seven_ten = D1; o_seven_one = D8; end
		6'd19: begin o_seven_ten = D1; o_seven_one = D9; end
		6'd20: begin o_seven_ten = D2; o_seven_one = D0; end
		6'd21: begin o_seven_ten = D2; o_seven_one = D1; end
		6'd22: begin o_seven_ten = D2; o_seven_one = D2; end
		6'd23: begin o_seven_ten = D2; o_seven_one = D3; end
		6'd24: begin o_seven_ten = D2; o_seven_one = D4; end
		6'd25: begin o_seven_ten = D2; o_seven_one = D5; end
		6'd26: begin o_seven_ten = D2; o_seven_one = D6; end
		6'd27: begin o_seven_ten = D2; o_seven_one = D7; end
		6'd28: begin o_seven_ten = D2; o_seven_one = D8; end
		6'd29: begin o_seven_ten = D2; o_seven_one = D9; end
		6'd30: begin o_seven_ten = D3; o_seven_one = D0; end
		6'd31: begin o_seven_ten = D3; o_seven_one = D1; end
		6'd32: begin o_seven_ten = D3; o_seven_one = D2; end
		default: begin o_seven_ten = D3; o_seven_one = D2; end
	endcase
end
endmodule
```
`design/flow/run.sh`:
```
#!/bin/bash
# OpenROAD 26Q1-2900-gdf79404cd8, Yosys 0.63+post, stock flow scripts
make -C /OpenROAD-flow-scripts/flow DESIGN_CONFIG=/design/flow/config.mk WORK_HOME=/design/flow/orfs finish
```
`design/flow/config.mk`:
```
export PLATFORM = sky130hd
export DESIGN_NAME = SevenHexDecoder
export DESIGN_NICKNAME = SevenHexDecoder
export VERILOG_FILES = /design/flow/design.v
export SDC_FILE = /design/flow/constraint.sdc
export NUM_CORES = 4
export LEC_CHECK = 1
export CORE_AREA = 10 10 70 70
export DIE_AREA = 0 0 80 80
```
`design/flow/constraint.sdc`:
```
current_design SevenHexDecoder

set clk_period 2.0
set clk_io_pct 0.2

create_clock -name clk0 -period $clk_period

set non_clock_inputs [all_inputs -no_clocks]
set_input_delay [expr $clk_period * $clk_io_pct] -clock clk0 $non_clock_inputs
set_output_delay [expr $clk_period * $clk_io_pct] -clock clk0 [all_outputs]
```
==> impl_results.rst <==
Flow metrics
------------

.. list-table::
   :header-rows: 1

   * - Metric
     - Value
   * - Number of fill cells in the layout
     - 350
   * - Count of unresolved DRC violations after routing
     - 0
   * - Boundary pin count
     - 20
   * - Netlist area before placement
     - 579 um^2
   * - Final weighted congestion of routability-driven global placement
     - 0.826
   * - Overall global routing resource usage
     - 0.0626
   * - Max Clock Freq
     - 511 MHz
   * - Unrepaired setup endpoints after global routing
     - false
   * - Via count normalized by instance count
     - 4.43
   * - Library cells used by synthesis
     - 40
   * - Crit path time final
     - 1.96 ns
   * - Final Hold Vio Count
     - 0
   * - Pin count of the biggest net entering global routing
     - 13
   * - Antenna violations before repair
     - 0
   * - Gr ovfl total
     - 0
   * - Detailed Place HPWL
     - 1.45 mm
   * - Maximum vdd ir drop
     - 0.0778 mV
   * - Remaining number of nets flagged by the antenna check after routing
     - 0
   * - CP Launch Type
     - input port
   * - Violation count after the first detailed-route iteration
     - 36
   * - Cell accounting for the most synthesized area
     - ha_1
   * - Std cell rows
     - 21
   * - Critical Path, Cell by Cell
     - buf_4 > buf_4 > o21a_1 > and3_4 > buf_4 > clkdlybuf4s50_1
   * - Ratio of cells with drive above 1 in the final layout
     - 0.516
   * - Final worst hold slack
     - 1.29 ns
   * - Area share, top type
     - 0.151
   * - Per-instance average area after synthesis
     - 7.33 um^2
   * - Hold buffer count at cts
     - 0
   * - Final max-slew violation count
     - 0
   * - Vert. Die Dim
     - 80 um
   * - Ratio of final minimum period to clock period
     - 0.979
   * - Wire length of the first global-routing pass
     - 3.42 mm
   * - Data arrival time of the critical path
     - 1.56 ns
   * - Number of antenna repair diodes
     - 0
   * - Placed cell count
     - 159
   * - Max-cap violations
     - 0
   * - Total of clock buffers placed in the layout
     - 0
   * - Post-route non-filler standard cell count
     - 168
   * - Total wire length
     - 2.13 mm
   * - Cell types with the highest counts after synthesis
     - ha_1, nor2_1, buf_4, nand2_1
   * - Init Core Util
     - 0.170
   * - Met2 usage
     - 0.113
   * - Most repeated library cell on the critical path
     - buf_4
   * - Seq/Total Area, Yosys
     - 0
   * - Worst min-delay path class
     - in2out
   * - Register Area
     - 0 um^2
   * - Result of the run
     - finished clean
   * - Cell with the largest stage delay on the worst path
     - clkdlybuf4s50_1
   * - Cell area after layout
     - 1150 um^2
   * - Count of instantiated cells in the yosys netlist
     - 79
   * - Total of warnings raised by yosys
     - 1
   * - Critical setup path kind
     - in2out
   * - Core Region
     - 3420 um^2
   * - Met3 usage in global routing
     - 0.00227
   * - Synth Instances
     - 79
   * - Layer with the highest usage after global routing
     - met2
   * - Total number of vias
     - 745
   * - Top cells, area
     - ha_1, mux2i_1, buf_4
   * - Log Warnings
     - 38
   * - Pre-Repair DR Iteration Count
     - 4
   * - Routing usage on met1
     - 0.0845
   * - Overall die area
     - 6400 um^2
   * - Flop count
     - 0
   * - Area Overhead vs Synth
     - 99.1%
   * - Chip area estimate from yosys synthesis
     - 579 um^2
   * - Buffers on Ports
     - 19
   * - Number of global-route vias before repair
     - 712
   * - Power density over the cells
     - 198 nW/um^2
   * - Type of destination of the critical path
     - output pin
   * - Leakage component of the power
     - 0.507 nW
   * - Placed standard-cell area
     - 953 um^2
   * - Largest fanout of any net on the critical path
     - 6
   * - Wire per inst
     - 12.7 um
   * - Horizontal die size
     - 80 um
   * - Critical path required time
     - 1.60 ns
   * - Largest stage delay on the critical path
     - 0.40 ns
   * - Count of final setup violators
     - 0
[placed cells by master (no fill, tap or decap), types with 2 or more instances in the layout]
cell type        instances
nor2_1                   4
ha_1                     3
o21ai_1                  2
nand3b_1                 2
buf_4                   29
dlygate4sd2_1            5
clkdlybuf4s50_1          3
nand2b_1                 2
mux2i_1                  3
a21oi_1                  3
buf_6                    6
a211oi_1                 2
and2_1                   2
inv_1                    2
ha_4                     4
clkbuf_2                 2
nand2_1                  5
buf_2                    3
nor2_2                   3
inv_4                    2
[through the flow]
stage	utilization	worst slack, ns	power, mW	TNS (ns)
2_1_floorplan	-	0.315	0.0886	0
3_3_place_gp	0.279	-0.822	0.184	-7.98
3_5_place_dp	0.279	-0.828	0.187	-8.00
4_1_cts	0.332	0.00237	0.222	0
5_1_grt	0.338	0.000711	0.249	0
6_report	0.338	0.0427	0.229	0
[power breakdown]
| group | switching, mW | internal (mW) |
|---|---|---|
| registers | 0 | 0 |
| clock network | 0 | 0 |
| logic | 0.0949 | 0.134 |
[worst max-delay path, delay by kind of cell]
family / cells / cell delay (ns)
and+or+nand+nor: 1 / 0.17
buffers and inverters: 4 / 0.81
AOI/OAI and AO/OA: 1 / 0.18
[what timing repair did]
action / 4_1_cts / 5_1_grt
setup buffers: 8 / 0
pin swaps: 9 / 4
setup endpoints to repair: 13 / 8
gates resized: 66 / 15
cloned: 2 / 0
[path summary, 6_finish.rpt]
| kind | to | cells past startpoint | from |
|---|---|---|---|
| hold / removal | o_seven_one[3] | 4 | i_hex[3] |
| setup / recovery | o_seven_ten[2] | 6 | i_hex[3] |
[per-layer routing]
layer,part of all wire,up-vias,routed length (um)
li1,-,372,-
met4,0,0,0
met2,0.52,16,1110
met5,0,-,0
met1,0.46,357,970
met3,0.026,0,55
[cell type report]
cell class / count / area, um^2 / share of cell area
Timing Repair Buffer: 53 / 465 / 0.403
Inverter: 4 / 20.0 / 0.0174
Tap cell: 46 / 57.6 / 0.0499
Multi-Input combinational cell: 65 / 611 / 0.529
[kinds of logic (layout without fill, tap and decap cells)]
group | after synthesis | count (layout) | synth area share
other | 1 | 1 | 0.00647
xor gates and xnor gates | 1 | 1 | 0.0151
and+or+nand+nor | 27 | 27 | 0.261
muxes | 4 | 4 | 0.0691
adders and majority gates | 7 | 7 | 0.151
buffers and inverters | 14 | 57 | 0.153
AOI/OAI and AO/OA | 25 | 25 | 0.343
Power is estimated from default activity; no workload was simulated.
